### flow/config.mk
export PLATFORM = sky130hd
export DESIGN_NAME = double_for
export DESIGN_NICKNAME = double_for
export VERILOG_FILES = /design/flow/design.v
export SDC_FILE = /design/flow/constraint.sdc
export NUM_CORES = 4
export LEC_CHECK = 1
export CORE_AREA = 10 10 70 70
export DIE_AREA = 0 0 80 80
### flow/constraint.sdc
current_design double_for

set clk_period 1.0
set clk_io_pct 0.2

create_clock -name clk0 -period $clk_period

set non_clock_inputs [all_inputs -no_clocks]
set_input_delay [expr $clk_period * $clk_io_pct] -clock clk0 $non_clock_inputs
set_output_delay [expr $clk_period * $clk_io_pct] -clock clk0 [all_outputs]
### flow/design.v
module double_for #(
    DW = 8
) (
    input  logic [DW-1:0] in0,
    in1,
    output logic [DW-1:0] out0,
    out1
);
  integer i;
  always @(*) begin
    for (i = 0; i < DW; i = i + 1) begin
      out0[i] = ~in0[i];
    end
  end
  always @(*) begin
    for (i = 0; i < DW; i = i + 1) begin
      out1[i] = ~in1[i];
    end
  end
endmodule
### flow/run.sh
#!/bin/bash
# OpenROAD 26Q1-2900-gdf79404cd8, Yosys 0.63+post, stock flow scripts
make -C /OpenROAD-flow-scripts/flow DESIGN_CONFIG=/design/flow/config.mk WORK_HOME=/design/flow/orfs finish
==> flow_summary.json <==
{
  "hold_path.class": "primary input to output port",
  "chip_area_um2": 6400,
  "grt_max_degree": 2,
  "end_kind": "output port",
  "crit_chain": "clkdlybuf4s50_1, inv_1, buf_2",
  "tightest_slew_ns": 0.0580,
  "grt_pass1_vias": 169,
  "p_sw_uw": 18.7,
  "arrival_ns": 0.78,
  "place_congestion": 0.718,
  "finalNonFillerCells": 94,
  "cp_slowest_cell": "clkdlybuf4s50_1",
  "fillers": 417,
  "compound_area_share_pct": 0,
  "grtUsageTotal_pct": 1.73,
  "yosysCellCount": 16,
  "crit_path_max_fanout": 1,
  "floorplan.core_util_pct": 1.76,
  "p_int_uw": 66.6,
  "worst_slack_ns": 0.0202,
  "cap_violations": 0,
  "num_antenna_cells": 0,
  "fmax_mhz": 1020,
  "drtAntennaViolNets": 0,
  "power_density_nw_per_um2": 218,
  "grt_pass1_wl_um": 938,
  "core-area_um2": 3420,
  "synth.avg_cell_area_um2": 3.75,
  "min_path_cells": 3,
  "yosysMostFrequentCell": "inv_1",
  "grt.overflow.total": 0,
  "seqPwrFrac_pct": 0,
  "synth_cells": 16,
  "slew_headroom_pct": 96.1,
  "drc": 0,
  "simple_gate_area_share_pct": 0,
  "numPlacedInstances": 94,
  "ir_drop_v": 0.0000302,
  "status": "completed",
  "wl_per_cell_um": 6.96,
  "ys_seq_share_pct": 0,
  "yosys_area_um2": 60.1,
  "drt-pass1-iter-count": 1,
  "top_area_cell": "inv_1",
  "warnings": 32,
  "period_needed_ns": 0.980,
  "cp_data_required_time_ns": 0.80,
  "p_leak_uw": 0.000269,
  "seq_area_um2": 0,
  "worstSetupPathType": "primary input to output port",
  "switching_share_pct": 21.9,
  "area_delta_synth_final_pct": 552,
  "fin_crit_sh_pct": 98.0,
  "seq_cells": 0,
  "die_w_um": 80,
  "postLayoutCoreUtil_pct": 11.5,
  "power.total_uw": 85.3,
  "mi_logic_area_um2": 0,
  "pre_cts_slack_ns": -0.345,
  "die_y_um": 80,
  "adder_share_pct": 0,
  "synthTopCellsByArea": "inv_1 (100%)",
  "hold_viol_final": 0,
  "rsz0062_at_grt": "false",
  "drt-vias-per-instance": 1.97,
  "rows": 21,
  "port_buffers": 32,
  "setup_viol_count_final": 0,
  "dp_hpwl_um": 634,
  "syn_area_um2": 60.1,
  "slew_viol_final": 0,
  "cts_resized": 38,
  "synth_top_area_share_pct": 100,
  "pin_count": 32,
  "drive_above_1_share_pct": 10.4,
  "yosysUniqueCellTypes": 1,
  "logic_gate_count": 0,
  "synthXorXnorAreaFrac_pct": 0,
  "topCombFamilyByArea": "buffers and inverters",
  "ys_sh_mux_pct": 0,
  "clockBufferCount": 0,
  "critPathMaxStageDelay_ns": 0.45,
  "cp-start-kind": "primary input",
  "antenna_found_initial": 0,
  "drt_iter0_drc": 0,
  "post-cts-setup-buffer-count": 0,
  "holdBufCountCts": 0,
  "routed_wl_um": 654,
  "vias": 185,
  "yosys_warnings": 1,
  "combinationalPowerShare_pct": 100.0,
  "common_cells": "inv_1 (16)",
  "pwr-share-clk_pct": 0
}
[logic make-up (layout without fill, tap and decap cells)]
kind of cell / after synthesis / after routing
buf+inv: 16 / 48
[cells in the final DEF, fill, tap and decap left out, drive strengths merged]
cell type / n
inv: 16
dlygate4sd2: 23
buf: 5
dlymetal6s2s: 3
clkdlybuf4s50: 1
[worst max-delay path: cells and delay by family]
kind,cells,cell delay (ns)
buffers and inverters,3,0.58
[per-layer routing]
layer  up-vias  share of wire, %  global-route usage [%]
met3         0                14                   0.568
met5         -                 0                       0
met4         0                 0                       0
li1         96                 -                       -
met1        74                37                    1.98
met2        15                49                    3.21
[power groups by stage]
stage,clock network [µW],logic [µW],registers (µW)
finish,0,85.3,0
CTS,0,90.5,0
global route,0,96.9,0
[path summary, 6_finish.rpt]
kind / from / endpoint / slack (ns)
max: in1[0] / out1[0] / 0.02
min: in1[6] / out1[6] / 0.62
[per-stage QoR]
stage          hold WS (ns)  setup TNS, ns  cell area, µm²
2_1_floorplan         0.409              0            60.1
3_3_place_gp           1.28          -4.86             438
3_5_place_dp           1.28          -4.94             438
4_1_cts               0.747              0             384
5_1_grt               0.645              0             392
6_report              0.617              0             392
[final cells by class]
class | instances | area [µm²] | share of cell area, %
Tap cell | 46 | 57.6 | 14.7
Inverter | 16 | 60.1 | 15.3
Timing Repair Buffer | 32 | 274 | 70.0
Power and IR drop assume default switching activity.
