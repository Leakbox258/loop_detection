===== /design/flow/config.mk =====
export PLATFORM = sky130hd
export DESIGN_NAME = bit_masked
export DESIGN_NICKNAME = bit_masked
export VERILOG_FILES = /design/flow/design.v
export SDC_FILE = /design/flow/constraint.sdc
export NUM_CORES = 4
export LEC_CHECK = 1
export CORE_AREA = 10 10 70 70
export DIE_AREA = 0 0 80 80

===== /design/flow/constraint.sdc =====
current_design bit_masked

set clk_period 1.3
set clk_io_pct 0.2

create_clock -name clk0 -period $clk_period

set non_clock_inputs [all_inputs -no_clocks]
set_input_delay [expr $clk_period * $clk_io_pct] -clock clk0 $non_clock_inputs
set_output_delay [expr $clk_period * $clk_io_pct] -clock clk0 [all_outputs]

===== /design/flow/design.v =====
module bit_masked #(
    parameter         [7:0] POL_MASK = 8'hC0,
    parameter integer       POL_W    = 7,
    parameter integer       DW       = 16
) (
    input [POL_W-1:0] pn_state_in,
    output [DW-1:0]    pn_generated,
    output [DW+POL_W-1:0] pn_full_state_out
);
  wire [DW-1:0] pn;
  wire [DW+POL_W-1:0] pn_full_state;
  assign pn_full_state = {pn_state_in[POL_W-1:0], pn};   
  generate
    genvar i;
    for (i = 0; i < DW; i = i + 1) begin : pn_loop
      assign pn[i] = ^(pn_full_state[i+:POL_W+1] & POL_MASK);
    end
  endgenerate
  assign pn_generated = pn;
  assign pn_full_state_out = pn_full_state;
endmodule

===== /design/flow/run.sh =====
#!/bin/bash
# OpenROAD 26Q1-2900-gdf79404cd8, Yosys 0.63+post, stock flow scripts
make -C /OpenROAD-flow-scripts/flow DESIGN_CONFIG=/design/flow/config.mk WORK_HOME=/design/flow/orfs finish

==> flow_summary.toml <==
# implementation run metrics
[timing]
rsz0062_at_grt = "true"
maxSlewHeadroom_pct = 88.96
worstMarginPinSlew_ns = 0.1656
min_period_ns = 1.267
hold_viol_final = 0
max_freq_mhz = 789.2
fin_crit_sh_pct = 97.47
finalMaxSlewViolations = 0
hold-worst-slack_ns = 0.9202
setup_violations = 0
fin_ws_ns = 0.03287

[critical_path]
start_kind = "input port"
crit_buf_inv = 3
cp-end-kind = "output port"
worstPathRequired_ns = 1.04
critical_path_peak_fanout = 4
slowest_stage = "dlygate4sd2_1"
cp_top_family = "buffers and inverters"
critPathArrivalTime_ns = 1.01
cpPeakStageDelay_ns = 0.24
path_cells = "buf_8 > xnor2_4 > buf_6 > xnor2_2 > dlygate4sd2_1"
critPathKind = "in2out"

[placed_design]
portBuffers = 46
pre_cts_ws_ns = -0.8024
dp_hpwl_um = 1220
routabilityCongestion = 0.7143

[drt]
drtIter0Drc = 1
first_pass_iters = 2
via_per_inst = 2.880
wl_per_cell_um = 10.96
drtAntennaViolNets = 0
drc = 0
drt_wl_total_um = 1370
insertedDiodeCount = 0
via_count = 360

[logic_synthesis]
yosysUniqueCellTypes = 5
ys_sh_xor_pct = 45.04
synth.area.top_cells = "buf_4 53%, xor2_1 24%, xnor2_1 16%"
yosysTopAreaCell = "buf_4"
ys_cells = 41
synthCells = 41
netlist_logic_family_top = "buffers and inverters"
syn_avg_cell_area_sq_um = 7.995
synth_area_sq_um = 327.8
adder_share_pct = 0
top_area_share_pct = 52.67
compound_area_share_pct = 0
synth_warnings = 0
ys_sh_simple_pct = 0
ys_area_sq_um = 327.8
synth_seq_share_pct = 0
mux_area_share_pct = 0

[die]
initial_core_util_pct = 9.597
rows = 21
die_width_um = 80
ios = 46
fp.dieH_um = 80
die_area_sq_um = 6400
core_area_sq_um = 3416

[clocking]
hold_buffers = 0

[finish]
layout_top_cell = "dlygate4sd2_1"
final_cell_mix = "23 x dlygate4sd2_1, 10 x buf_6, 8 x buf_4, 7 x xor2_2, 7 x buf_2"
drive_above_1_share_pct = 55.70
area_growth_syn_to_layout_pct = 173.7
nClkBuffers = 0
ff_count = 0
n_fill_cell = 380
utilization_pct = 26.26
logic_area_sq_um = 279.0
seqCellArea_sq_um = 0

[global_routing]
grt_util_all_layers_pct = 3.927
grt-ovfl-total = 0
grt_pass1_vias = 405
grt_max_degree = 6
antenna_found_initial = 0
grt_first_pass_wirelength_um = 2063

[outcome]
status = "completed"

[flow_run]
warning_count = 33
drv_cap = 0

[power]
peakVddDrop_uv = 162.4
p_int_uw = 274.0
power.switching_uw = 118.3
clockPowerShare_pct = 0
switching_share_pct = 30.16
power_density_nw_per_um2 = 437.3
pwr-share-comb_pct = 100.0
seqPwrFrac_pct = 0
p_leak_nw = 0.4317

[min_path]
min_path_type = "in2out"
[power groups by stage]
stage	registers [mW]	logic, mW	clock network, mW
6_report	0	0.392	0
5_1_grt	0	0.434	0
4_1_cts	0	0.383	0
[final timing paths]
kind	startpoint	end	slack [ns]	depth (start not counted)
min	pn_state_in[0]	pn_full_state_out[16]	0.92	3
max	pn_state_in[5]	pn_full_state_out[3]	0.03	5
[stage by stage]
stage          instance area [sq um]  cells  total power [mW]  setup TNS (ns)
2_1_floorplan                  327.8     41            0.1390               0
3_3_place_gp                   763.2    122            0.4034          -23.46
3_5_place_dp                   763.2    122            0.4015          -23.62
4_1_cts                        865.8    127            0.3833               0
5_1_grt                        897.1    125            0.4341        -0.04330
6_report                       897.1    125            0.3923               0
[layout make-up]
type,count,share of cell area [%]
Timing Repair Buffer,61,61.65
Tap cell,46,6.416
Multi-Input combinational cell,16,31.10
Inverter,2,0.8368
[cells in the mapped netlist (all sizes together)]
library cell,count
inv,2
xnor2,7
xor2,9
buf,23
[per-layer routing]
| metal | vias to the layer above | wire length, um | track usage [%] |
|---|---|---|---|
| met5 | - | 0 | 0 |
| met4 | 0 | 0 | 0 |
| met3 | 0 | 273 | 2.614 |
| met2 | 32 | 550 | 6.019 |
| met1 | 160 | 546 | 4.765 |
| li1 | 168 | - | - |
[cells by family (layout without fill, tap and decap cells)]
group	Yosys count	in the layout
xor+xnor	16	16
buf+inv	25	63
[repair_timing]
item / in CTS / in global routing
pin swaps: 9 / 3
setup endpoints to repair: 39 / 13
resized: 104 / 9
setup buffers: 6 / 0
Power figures rest on the tool's default switching activity, not on a simulated workload.
