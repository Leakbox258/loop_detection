==> design.v <==
module ad_upack #(
    parameter I_W = 4,
    parameter O_W = 3,
    parameter UNIT_W = 8,
    parameter O_REG = 1
) (
    input                   clk,
    input                   reset,
    input  [I_W*UNIT_W-1:0] idata,
    input                   ivalid,
    output                  iready,
    output reg [O_W*UNIT_W-1:0] odata = 'h0,
    output reg                  ovalid = 'b0
);
  localparam SH_W = ((I_W/O_W) + ((I_W%O_W) > 0) + ((O_W % (I_W - ((I_W/O_W)*O_W) + ((I_W%O_W) == 0))) > 0))*O_W;
  localparam STEP = gcd(I_W, O_W);
  localparam LATENCY = 1;   
  integer                   i;
  reg     [SH_W*UNIT_W-1:0] idata_sh;
  reg     [SH_W*UNIT_W-1:0] idata_d = 'h0;
  reg     [SH_W*UNIT_W-1:0] idata_d_nx;
  reg     [       SH_W-1:0] in_use = 'h0;
  reg     [       SH_W-1:0] inmask;
  wire    [       SH_W-1:0] out_mask = {O_W{1'b1}};
  wire    [       SH_W-1:0] in_use_nx;
  wire    [       SH_W-1:0] unit_valid;
  wire    [ O_W*UNIT_W-1:0] odata_s;
  wire                      ovalid_s;
  function [31:0] gcd;
    input [31:0] a;
    input [31:0] b;
    begin
      while (a != b) begin
        if (a > b) begin
          a = a - b;
        end else begin
          b = b - a;
        end
      end
      gcd = a;
    end
  endfunction
  assign unit_valid = (in_use | inmask);
  assign in_use_nx  = unit_valid >> O_W;
  always @(posedge clk) begin
    if (reset) begin
      in_use <= 'h0;
    end else if (ovalid_s) begin
      in_use <= in_use_nx;
    end
  end
  always @(*) begin
    inmask = {I_W{ivalid}};
    for (i = STEP; i < O_W; i = i + STEP) begin
      if (in_use[i-1]) begin
        inmask = {I_W{ivalid}} << i;
      end
    end
  end
  always @(*) begin
    idata_d_nx = idata_d;
    if (ivalid) begin
      idata_d_nx = {{(SH_W - I_W) * UNIT_W{1'b0}}, idata};
      for (i = STEP; i < O_W; i = i + STEP) begin
        if (in_use[i-1]) begin
          idata_d_nx = (idata << UNIT_W * i) | idata_d;
        end
      end
    end
  end
  always @(posedge clk) begin
    if (ovalid_s) begin
      idata_d <= idata_d_nx >> O_W * UNIT_W;
    end
  end
  assign iready   = ~unit_valid[LATENCY*O_W+O_W-1];
  assign odata_s  = idata_d_nx[O_W*UNIT_W-1:0];
  assign ovalid_s = unit_valid[O_W-1];
  generate
    if (O_REG) begin : o_reg
      always @(posedge clk) begin
        if (reset) begin
          ovalid <= 1'b0;
        end else begin
          ovalid <= ovalid_s;
        end
      end
      always @(posedge clk) begin
        odata <= odata_s;
      end
    end else begin
      always @(*) begin
        odata  = odata_s;
        ovalid = ovalid_s;
      end
    end
  endgenerate
endmodule
==> run.sh <==
#!/bin/bash
# OpenROAD 26Q1-2900-gdf79404cd8, Yosys 0.63+post, stock flow scripts
make -C /OpenROAD-flow-scripts/flow DESIGN_CONFIG=/design/flow/config.mk WORK_HOME=/design/flow/orfs finish
==> config.mk <==
export PLATFORM = sky130hd
export DESIGN_NAME = ad_upack
export DESIGN_NICKNAME = ad_upack
export VERILOG_FILES = /design/flow/design.v
export SDC_FILE = /design/flow/constraint.sdc
export NUM_CORES = 4
export LEC_CHECK = 1
export CORE_UTILIZATION = 30
==> constraint.sdc <==
current_design ad_upack

set clk_period 3.6
set clk_io_pct 0.2

create_clock -name clk0 -period $clk_period [get_ports {clk}]

set non_clock_inputs [all_inputs -no_clocks]
set_input_delay [expr $clk_period * $clk_io_pct] -clock clk0 $non_clock_inputs
set_output_delay [expr $clk_period * $clk_io_pct] -clock clk0 [all_outputs]
==> results.txt <==
Synth Instances: 189
Pin count of the biggest net entering global routing: 26
Post-Route Skew: 0.00125 ns
Peak Freq: 351 MHz
Post-DRT Antenna Nets: 0
Slowest stage delay, CP: 0.84 ns
# DRC: 0
CTS tree: built
Rel. slew slack: 49.7%
# rows: 30
Register bit total from synthesis: 52
All-Layer GR Usage: 13.9%
Yosys warning count: 4
Clock-pin slew on the worst setup and hold paths: 0.08 ns
Post-synth cell types: 23
H-tree Lvls: 2
Number of enable flip-flop cells: 24
Worst slew pin tran: 0.753 ns
P_leak: 0.00116 uW
Top cells excl fill/tap: clkdlybuf4s50_1, dfxtp_1, edfxtp_1, o22a_1, o21ai_0
Crit end category: output pin
DIE WIDTH: 87.8 um
CP top delay family: buffers and inverters
CP Buf/Inv Count: 2
Placer Congestion: 0.794
Initial antenna violation count: 0
Slowest CP cell: clkdlybuf4s50_1
Post-route minimum period: 2.85 ns
CTS max path bufs: 2
Async SR Flop Fraction: 0%
Synth Area per Inst: 11.7 um^2
Layout cell share with drive strength beyond 1: 7.44%
Layout area overhead: 32.0%
Critical setup path kind: in2out
Initial core utilization: 31.8%
Fin. max-slew vios: 0
Setup repair bufs after CTS: 0
Unrepaired setup endpoints after global routing: no
Pre-antenna DRT Iters: 4
DIE HEIGHT: 87.8 um
Count of tool warnings: 25
Finished Core Util: 42.0%
Per-cell routed wire length: 14.6 um
Seq share, synth: 58.0%
Final Setup Violations: 0
I/O Buffers: 60
CP arrival: 2.13 ns
Final Hold Viols: 0
Most numerous logic cell after layout: clkdlybuf4s50_1
Placed Cells incl. Taps: 330
First-pass GRT wire length: 7920 um
PostCTS Resize Cnt: 0
Via density: 4.81
Crit path required time: 2.88 ns
Setup tns final: 0 ns
Path type of the worst min-delay path: reg2reg
CP most frequent cell: clkdlybuf4s50_1
Main flop type: dfxtp_1
Grt ovf: 0
Final Instance Count excl. Fillers: 338
Crit Path Max Fanout: 16
Area of the mapped netlist: 0.00221 mm^2
Cycle use final: 79.1%
Status: completed
DP HPWL: 3180 um
Clock Sinks: 52
Worst path cell trace: clkdlybuf4s50_1 -> nand2_1 -> clkdlybuf4s50_1
Vias in the first global route: 1554
Hold buffer count at CTS: 0
Pwr per Cell Area: 426 mW/mm^2
VDD IR max: 0.000163 V
CTS Buf Count: 5
Yosys Instances: 189
Max cap viols: 0
DIE AREA: 0.00771 mm^2
Worst skew pair latency: 0.29 ns
Worst hold slack: 0.456 ns
Vias post-DR: 1627
# IOs: 61
N_diodes: 0
Starting DRT DRC Count: 102
CP startpoint kind: input pin
Chip area from the yosys synthesis statistics: 0.00221 mm^2
Detailed Route WL: 4930 um
Core footprint: 0.00694 mm^2
Clk root buf: clkbuf_8
[worst paths after layout]
| kind | start | endpoint | slack, ns | cells past startpoint |
|---|---|---|---|---|
| min reg2reg | idata_d[8] | odata[8] | 0.46 | 1 |
| max reg2reg | in_use[1] | odata[17] | 1.46 | 3 |
| min | idata_d[8] | odata[8] | 0.46 | 1 |
| max | ivalid | iready | 0.75 | 3 |
[power by group]
group / switching, uW / internal (uW) / total [uW]
clock network: 175 / 136 / 310
logic: 89.1 / 143 / 232
registers: 22.1 / 678 / 700
[registers in the layout, indices dropped and copies added, names as in the netlist]
name	cells
idata_d	24
in_use	3
odata	24
ovalid	1
[metal layers]
| metal | vias to the layer above | GRT usage (%) | routed length (um) | share of wire (%) |
|---|---|---|---|---|
| met5 | - | 0 | 0 | 0 |
| met4 | 0 | 1.79 | 67 | 1.4 |
| met3 | 8 | 2.77 | 294 | 6.0 |
| met2 | 59 | 22.1 | 2310 | 47 |
| met1 | 757 | 21.1 | 2250 | 46 |
| li1 | 803 | - | - | - |
[cell families after synthesis]
group,after synthesis,share of synthesized area (%)
muxes,8,3.62
buffers and inverters,28,6.91
and+or+nand+nor,34,8.61
AOI/OAI and AO/OA,67,22.9
DFF,52,58.0
[final cells by class]
class | instances | area [um^2]
timing repair buffer | 63 | 623
fill | 660 | 4030
clock inverter | 1 | 3.75
inverter | 10 | 37.5
tap | 96 | 120
multi-input combinational | 109 | 776
sequential | 52 | 1280
clock buffer | 7 | 76.3
[metrics by stage]
step                      setup WS, ns  total power, uW  cell area, um^2
after floorplan                   1.56              815             2210
after global placement           0.751              947             2840
after detailed placement         0.757              948             2840
after CTS                        0.735             1260             2920
after global routing             0.633             1310             2920
final                            0.752             1240             2920
[synth_stat cells, drive strengths merged, types with 8 or more instances]
cell type | count | area (um^2)
a21oi | 10 | 50.1
a22oi | 8 | 60.1
buf | 10 | 85.1
o22a | 16 | 140
o211a | 8 | 80.1
inv | 10 | 37.5
nor2b | 10 | 62.6
o221a | 8 | 90.1
o21ai | 17 | 85.1
nand2 | 10 | 37.5
mux2i | 8 | 80.1
dfxtp | 28 | 561
clkbuf | 8 | 30.0
and3 | 8 | 50.1
edfxtp | 24 | 721
No activity file was given, so power comes from the tool's default toggle rates.
